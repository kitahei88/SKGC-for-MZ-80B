===== design/flow/design.v =====
`default_nettype none
module mksync #(parameter con = 0, parameter coff = 1)
(   input CLK,
    input RST,
    input nBLANK,
    output reg nSYNC
);
    reg [12:0]counter;
    always @(posedge CLK or posedge RST) begin
        if (RST) begin
            counter <= 13'd0;
            nSYNC  <= 1'b1;
        end else if (!nBLANK) begin
            counter <= counter + 13'd1;
            if ((counter > con) && (counter < coff)) begin
                nSYNC <= 1'b0;
            end else begin
                nSYNC <= 1'b1;      
            end
        end else begin
            counter <= 13'd0;
            nSYNC <= 1'b1;
        end
    end
endmodule

===== design/flow/run.sh =====
#!/bin/bash
# OpenROAD 26Q1-2900-gdf79404cd8, Yosys 0.63+post, stock flow scripts
make -C /OpenROAD-flow-scripts/flow DESIGN_CONFIG=/design/flow/config.mk WORK_HOME=/design/flow/orfs finish

===== design/flow/config.mk =====
export PLATFORM = sky130hd
export DESIGN_NAME = mksync
export DESIGN_NICKNAME = mksync
export VERILOG_FILES = /design/flow/design.v
export SDC_FILE = /design/flow/constraint.sdc
export NUM_CORES = 4
export LEC_CHECK = 1
export CORE_AREA = 10 10 88 88
export DIE_AREA = 0 0 98 98

===== design/flow/constraint.sdc =====
current_design mksync

set clk_period 2.0
set clk_io_pct 0.2

create_clock -name clk0 -period $clk_period [get_ports {CLK}]

set non_clock_inputs [all_inputs -no_clocks]
set_input_delay [expr $clk_period * $clk_io_pct] -clock clk0 $non_clock_inputs
set_output_delay [expr $clk_period * $clk_io_pct] -clock clk0 [all_outputs]

==> design notes <==
The per-instance average area after synthesis came out at 9.75 µm². The most critical min-delay path falls under input port to async pin. The maximum buffer depth of the clock tree was 2.

Per the log, the first TritonRoute iteration ended with a DRC count of 28. The share of final-layout standard cells stronger than drive strength 1 is 10.3%, and the number of search-and-repair iterations in the first detailed-routing pass is 3. Type of the worst setup path: flop to flop.

The tools report the clock root buffer as sky130_fd_sc_hd__clkbuf_8. The combinational fraction of design power is 6.0%, and the number of levels the H-tree was split into is 1. Buffers inserted during clock tree synthesis total 3. The run gives 2.97% as the total routing usage reported by global routing. The run finished with clean final reports. The global routing report lists met2 layer usage as 4.11%.

The final critical-path share of the clock period was 82.1%. TritonCTS built the clock tree. The run gives 0.314 nW for the leakage power summed over all cells. For the register area share after synthesis, the log shows 50.8%.

Port buffering added 3 buffers. The reported net switching power was 0.126 mW. The achievable clock frequency is 0.609 GHz. The post-route DRC violation count was 0.

The net switching share of the total power is 20.7%, and the required time at the worst-slack endpoint is 2.13 ns. The final antenna diode tally reported by the flow is 0. The layout-stage area growth over the synthesis result came out at 26.4%.

Ranked by total cell area, the synthesized netlist is headed by sky130_fd_sc_hd__dfrtp_1 47%, sky130_fd_sc_hd__a21oi_1 5.1%, sky130_fd_sc_hd__o31ai_1 4.3%. The tools report the worst reg2reg path startpoint as counter[0]. The post-CTS setup buffer count came out at 0. Dominant register cell: sky130_fd_sc_hd__dfrtp_1. The minimum clock period after layout was 1.64 ns.

The first global-routing pass estimated 2500 µm of wire. The logs give 0 for the number of failing setup endpoints in the final timing report and 1360 µm for the total routed wirelength. The clock network burns 44.7% of the power. The tools report the initial antenna violation count as 0.

The number of flops mapped to enable cells by yosys is 0, and the maximum number of pins on one net before global-route repair is 15. The pin closest to its max-slew limit shows a slew of 0.533 ns. Yosys reports that the most numerous cell types are 13 x sky130_fd_sc_hd__dfrtp_1, 7 x sky130_fd_sc_hd__a21oi_1, 6 x sky130_fd_sc_hd__inv_1.

The number of warnings reported in the stage logs is 26. Setup repair after global routing left no endpoint under its margin. Per the OpenROAD floorplan log, the height of the die is 98 µm. After clock tree synthesis, the flow added hold-fix buffers numbering 0. The logs give 0.482 mW for the internal portion of total power and 0 for the total congestion overflow. Looking at the critical path, the highest net fanout was 7. Once layout is complete, the cells apart from fillers number 153. After synthesis the netlist holds a flip-flop and latch count of 14.

The proportion of netlist area held by the largest area contributor was 47.0%. STA classifies the critical path endpoint as a flop. The run gives 0.00209 ns for the setup clock skew after layout. The via count of the first global-routing pass was 548; the detail-routed net length per standard cell was 8.90 µm. Global route summary, busiest routing layer listed as met1. With the proportion of register bits with asynchronous set or reset after synthesis at 100%, the post-synthesis cell count is 71. The arrival time of data at the worst endpoint is listed as 1.77 ns.

The tools report the half-perimeter wire length after placement as 975 µm. For the worst flop-to-flop path, the logic depth is 4. The setup check on the worst reg-to-reg path leaves a slack of 0.36 ns. The floorplan has 28 rows.

For this configuration, the core starts out at a cell density of 11.7%. For the met3 track demand over resource, the log shows 1.28%. For the worst reg-to-reg path, the endpoint reported by OpenROAD is counter[12].

Sequential cells account for 49.3% of the total power. Per the skew report, the later register of the worst-skew pair sees a clock latency of 0.24 ns. With the number of cells in the design after placement at 149, the tally of yosys warning messages is 1. The report lists the power per cell area as 695 nW/µm².

The area reported by Yosys stat is 692 µm². For reference, the critical path is launched at counter[0]. The clock net in this run drives a total of 14 sinks. The horizontal die dimension reported for this design is 98 µm. In the final timing run, aggregate negative setup slack is 0 ns. The tools report the critical path launch point type as a flop. The worst pin sits at a relative slew slack of 64.4%. The final RePlAce weighted congestion was 0.826; the number of top-level pins was 4. The most numerous cell in the Yosys netlist is sky130_fd_sc_hd__dfrtp_1. The tools report the chip area as 9600 µm². Per the Yosys statistics, synthesis produced 71 cells. The unique cell type count in the Yosys netlist was 21; the placeable core area was 5920 µm². The global routing report lists met1 layer usage as 4.27%. Per the final timing report, the hold violations number 0. The total via count in the routed design was 549; the synthesized cell area was 692 µm².

Per the detail_route report, vias per standard cell equal 3.59. The final max-slew violation count recorded for this run is 0. Across the VDD grid, the largest voltage drop is 0.552 mV.

The number of max-capacitance violations reported was 0. The clock edge transition at the registers on the reported setup and hold paths works out to 0.06 ns. The count of nets left with antenna violations once routing finished came out at 0. After clock tree synthesis, the repair step resized 0 gates. sky130_fd_sc_hd__dfrtp_1 takes more of the synthesized area than any other cell.
power by group through the flow:
stage	Sequential (mW)	Combinational [mW]	Clock [mW]
CTS	0.300	0.0376	0.281
global route	0.301	0.0420	0.301
finish	0.300	0.0362	0.272
worst max path at each step:
stage,slack [ns],endpoint
final,0.36,counter[12]
after global routing,0.23,counter[12]
after CTS,0.34,counter[12]
cells in the final DEF (no fill, tap or decap), drive strengths merged, types with 2 or more instances in the layout:
| master | instances |
|---|---|
| ha | 2 |
| o31ai | 4 |
| nor2b | 2 |
| nand2 | 3 |
| inv | 6 |
| nand3 | 4 |
| nor2 | 5 |
| clkdlybuf4s50 | 3 |
| xor2 | 2 |
| or3 | 3 |
| o21ai | 3 |
| clkbuf | 4 |
| or4 | 4 |
| nor4 | 4 |
| nand4 | 4 |
| dfrtp | 13 |
| a21oi | 7 |
metal layers:
| layer | part of all wire, % | routed length, µm | vias up |
|---|---|---|---|
| met5 | 0 | 0 | - |
| met3 | 5.7 | 77 | 0 |
| li1 | - | - | 275 |
| met4 | 0 | 0 | 0 |
| met1 | 54 | 741 | 266 |
| met2 | 40 | 544 | 8 |
critical path, cell delays in order (launching register included):
cell,delay (ns)
sky130_fd_sc_hd__dfrtp_1,0.44
sky130_fd_sc_hd__ha_1,0.24
sky130_fd_sc_hd__nand4_1,0.23
sky130_fd_sc_hd__nor4_1,0.25
sky130_fd_sc_hd__mux2_2,0.37
sequential cells by signal (all words and copies together) (netlist names):
signal,flops
nSYNC,1
counter,13
layout make-up:
| class | count | area [µm²] |
|---|---|---|
| fillers | 652 | 5050 |
| flip-flops and latches | 14 | 352 |
| multi-input cells | 50 | 314 |
| well taps | 75 | 93.8 |
| clock buffers | 4 | 55.1 |
| repair buffers | 4 | 37.5 |
| inverters | 6 | 22.5 |
cells by family (layout without fill, tap and decap cells):
| family | after synthesis | in the layout | synth area share [%] |
|---|---|---|---|
| AOI/OAI and AO/OA | 14 | 14 | 11.6 |
| xor gates and xnor gates | 3 | 3 | 3.80 |
| adders and majority gates | 2 | 2 | 3.62 |
| buffers and inverters | 7 | 14 | 3.80 |
| DFF | 14 | 14 | 50.8 |
| muxes | 1 | 1 | 1.63 |
| and+or+nand+nor | 30 | 30 | 24.8 |
metrics by stage:
stage	utilization [%]	hold slack (ns)	setup slack, ns	power (mW)	instance area [µm²]
5_1_grt	14.8	0.566	0.229	0.644	875
4_1_cts	14.8	0.538	0.343	0.618	875
3_5_place_dp	13.8	0.514	0.353	0.342	820
2_1_floorplan	-	0.289	0.504	0.324	692
3_3_place_gp	13.8	0.523	0.383	0.341	820
6_report	14.8	0.512	0.358	0.608	875
Power and IR drop assume default switching activity.
