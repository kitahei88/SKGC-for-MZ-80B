### design/flow/config.mk
export PLATFORM = sky130hd
export DESIGN_NAME = MZG1
export DESIGN_NICKNAME = MZG1
export VERILOG_FILES = /design/flow/design.v
export SDC_FILE = /design/flow/constraint.sdc
export NUM_CORES = 4
export LEC_CHECK = 1
export CORE_AREA = 10 10 70 70
export DIE_AREA = 0 0 80 80
### design/flow/constraint.sdc
current_design MZG1

set clk_period 2.4
set clk_io_pct 0.2

create_clock -name clk0 -period $clk_period [get_ports {CLK}]

set non_clock_inputs [all_inputs -no_clocks]
set_input_delay [expr $clk_period * $clk_io_pct] -clock clk0 $non_clock_inputs
set_output_delay [expr $clk_period * $clk_io_pct] -clock clk0 [all_outputs]
### design/flow/design.v
`timescale 1ns / 1ps
`default_nettype none
 module MZG1
(
    input CLK,           
    input DSPAD, DSP, nMRAM,  
    input [3:0]AD,       
    input nEXWAIT,
    input nRFSH, nMREQ, nIORQ, nRD, nM1,     
    input Bn2000,
	 input BLANK,
	 input delayLCSW,		 
    output nRAS0, nRAS1, nRAS2, nRAS3, fastLCSW,    
    output LCSW,  
	 output nCSED, nCSDD,     
    output nROMCS,
	 output BUFGM, BUFG0,   
    output nWAIT
);
    reg [2:0]cnt;  
    always @(posedge CLK or posedge nMREQ) begin
        if (nMREQ) begin
            cnt <= 3'b0;
        end else begin
            cnt <= cnt + 3'b001;
		end
    end
    assign nRAS0 = ( nMREQ | 
									( ( nMRAM ? ~(AD[3:2] == 2'b10)      
                                     : ~(AD[3:2] == 2'b00) )    
									  & nRFSH ) 								 
									);                        			                       
    assign nRAS1 = ( nMREQ | 
									( ( nMRAM ? ~(AD[3:2] == 2'b11)      
                                     : ~(AD[3:2] == 2'b01) )    
									  & nRFSH )  								 
									);                                           
    assign nRAS2 = ( nMREQ | 
									( ( nMRAM ? 1      						 
                                     : ~(AD[3:2] == 2'b10) ) 	 
									  & nRFSH ) 									 
									);                                            
    assign nRAS3 = ( nMREQ | 
									( ( nMRAM ? 1    							  
                                     : ~(AD[3:2] == 2'b11) ) 	  
									  & nRFSH )  									  
									);                                                                        
    assign fastLCSW = (nRFSH ? ~(nRAS0 & nRAS1 & nRAS2 & nRAS3) : 1'b0);
	 assign LCSW = fastLCSW & delayLCSW;
    assign nWAIT =  nEXWAIT  
                    & ( BLANK | ( csed_req(DSPAD, DSP, nMREQ, nRFSH, AD, Bn2000) & csdd_req(DSPAD, DSP, nMREQ, nRFSH, AD, Bn2000) ) )   
                    & ( nROMCS | ~(cnt <= 3'b001));      
    assign nCSED = ~BLANK | csed_req(DSPAD, DSP, nMREQ, nRFSH, AD, Bn2000);
    function csed_req(
        input dspad,
		  input dsp, 
		  input nmreq, 
		  input nrfsh, 
		  input [3:0]ad, 
		  input bn2   
    );
        begin
        if (bn2 == 1'b1)   
            begin
             csed_req = ~( dsp & !nmreq & nrfsh & (dspad ? ( (ad == 4'h6) || (ad == 4'h7) ) 
																			: ( (ad == 4'hE) || (ad == 4'hF) ) ) );
            end else begin  
             csed_req = ~( dsp & !nmreq & nrfsh & !dspad & (ad >= 4'hC) );
            end
        end
    endfunction
    assign nCSDD = ~BLANK | csdd_req(DSPAD, DSP, nMREQ, nRFSH, AD, Bn2000);
    function csdd_req(
        input dspad, 
		  input dsp, 
		  input nmreq, 
		  input nrfsh, 
		  input [3:0]ad, 
		  input bn2   
    );
        begin
        if (bn2 == 1'b1)   
            begin
             csdd_req = ~(dsp & !nmreq & nrfsh & (dspad ? (ad == 4'h5) 
                                                    : (ad == 4'hD) ) );             
            end else begin  
             csdd_req = ~( dsp & !nmreq & nrfsh & dspad & (ad == 4'hD) );
            end
        end
    endfunction
    assign nROMCS = ~(nMRAM & !nMREQ & !nRD & nRFSH & (AD[3] == 1'b0) );
    assign BUFG0 = nRD & (nM1 | nIORQ);
    assign BUFGM = nRD | ~nIORQ;
endmodule
### design/flow/run.sh
#!/bin/bash
# OpenROAD 26Q1-2900-gdf79404cd8, Yosys 0.63+post, stock flow scripts
make -C /OpenROAD-flow-scripts/flow DESIGN_CONFIG=/design/flow/config.mk WORK_HOME=/design/flow/orfs finish
==> impl_metrics.ini <==
; generated from flow reports
[place]
place_inst = 119
dp_hpwl_microns = 1107
io_buffers = 28
gp_congestion = 0.7257
placed_area_sq_um = 700.7

[layout]
largest_reg_flops = 3
areaGrowthSynthToFinish_pct = 123.7
top_register = cnt
fin_cells = 124
stdcell_area_sq_um = 744.5
final_util_pct = 21.79
layout-drive-gt1-share_pct = 16.67
reg_top3 = cnt (3)

[logic_synthesis]
netlist_area_sq_um = 332.8
synth-edff-count = 0
synth_stat.cells = 41
ys_top_cells_by_count = nand2_1, inv_1, o21ai_0, dfrtp_1, or2b_1
synth.largest_area_cell = dfrtp_1
netlist_instances = 41
async_reset_ff_share_pct = 100.0
top_cell = nand2_1
top_area_share_pct = 22.56
flop_cell = dfrtp_1
yosys.cell_types.count = 24
ys_area_sq_um = 332.8
avgSynthCellArea_sq_um = 8.118
ys_seq_elements = 3
topCellsByArea = dfrtp_1, nand2b_4, nand2_1, or2b_1, o21ai_0
synth_seq_share_pct = 22.56
yosysWarnings = 1

[timing]
fin_tns_setup_ps = 0
hold_slack_ps = 293.5
setup_violations = 0
finalCritPeriodShare_pct = 95.87
fin_worst_skew_ps = 1.799
hold_viol = 0
drv_slew = 0
max_freq_mhz = 434.6
relSlewSlack_pct = 82.54
tightest_slew_ps = 261.0
grt_setup_unrepaired = no
period_minus_slack_ps = 2301

[clocking]
clk_latency_ps = 240
clkSlewWorstSetupHoldPaths_ps = 40
cts_hold_buf = 0
cts_tree = done
htree_levels = 1
cts_buffers = 3
clock_sinks = 3
root_buffer = clkbuf_4
clock_path_buffers = 2

[setup_path]
cp_slowest_cell = clkdlybuf4s50_1
crit_family = buffers and inverters
endpoint_kind = output port
worst_ep_required_time_ps = 1920
path_buffers = 3
worst-path-max-fanout = 5
crit_chain = dlygate4sd2_1, nand2b_4, buf_4, or3_1, clkdlybuf4s50_1
cp.arrival_ps = 1820
worstSetupPathType = input port to output port
cp-start-kind = input port
max_stage_delay_ps = 420

[global_routing]
grt_usage_pct = 3.753
grt.overflow.total = 0
antenna_found_initial = 0
grt_first_pass_wirelength_microns = 1987
grt_pass1_vias = 446
grt_max_degree = 8

[pwr]
peakVddDrop_mv = 0.09714
seqPwrFrac_pct = 23.0
power.leakage_nw = 0.3382
cellPowerDensity_nw_per_um2 = 297.5
pwr-share-clk_pct = 40.8
power_switching_mw = 0.05582
power.internal_mw = 0.1656
sw_frac_of_total_pct = 25.20
combPwrFrac_pct = 36.2

[routing]
drt_first_pass_iters = 4
drt_wl_total_microns = 1267
initialDrtViolationCount = 6
via_count = 434
vias_per_cell = 3.500
routedWlPerCell_microns = 10.22
diodes = 0
final_antenna_net_count = 0
post-route-drc-count = 0

[floorplanning]
row_count = 21
die_x_microns = 80
initCoreUtil_pct = 9.744
coreArea_sq_um = 3416
dieArea_sq_um = 6400
die_h_microns = 80
io-pin-count = 29

[worst_hold_path]
hold_path.class = input port to asynchronous set/reset pin

[outcome]
status = completed

[flow_run]
drv_cap = 0
warnings = 25
==> power groups by stage <==
stage | registers [mW] | clock network, mW | logic (mW)
6_report | 0.0509 | 0.0904 | 0.0801
5_1_grt | 0.0508 | 0.104 | 0.0882
4_1_cts | 0.0508 | 0.0959 | 0.0814
==> layer usage <==
layer	vias to the layer above	routed length [microns]	global-route usage, %
li1	217	-	-
met1	184	605	4.860
met3	5	176	2.045
met4	0	57	1.585
met5	-	0	0
met2	28	427	4.976
==> final timing paths <==
check	depth (start not counted)	slack, ps	startpoint	to
worst min-delay path	2	290	nMREQ	cnt[0]
worst max register to register	2	1510	cnt[1]	cnt[2]
min in group clk0	1	420	cnt[0]	cnt[0]
max in group asynchronous	2	1930	nMREQ	cnt[2]
worst max-delay path	5	100	AD[3]	nROMCS
worst min register to register	1	420	cnt[0]	cnt[0]
==> layout by cell type (no fill, tap or decap), types with 2 or more instances in the layout <==
master | synthesis | final
clkdlybuf4s50_1 | 0 | 19
o21ai_0 | 4 | 4
clkbuf_4 | 0 | 3
inv_1 | 4 | 4
nand2_1 | 7 | 7
dfrtp_1 | 3 | 3
dlygate4sd2_1 | 0 | 9
nand2b_4 | 2 | 2
or2b_1 | 3 | 3
buf_4 | 0 | 5
==> stage by stage <==
stage	setup slack, ps	total power, mW
4_1_cts	89.44	0.2282
3_3_place_gp	-172.1	0.1331
2_1_floorplan	808.6	0.07375
3_5_place_dp	-200.5	0.1331
6_report	99.24	0.2215
5_1_grt	41.03	0.2425
==> logic make-up (layout without fill, tap and decap cells) <==
family	Yosys count	in the layout	synth area share [%]
AOI/OAI and AO/OA	9	9	19.18
adders and majority gates	1	1	3.759
and+or+nand+nor	23	23	47.38
xor gates and xnor gates	1	1	2.632
DFF	3	3	22.56
buffers and inverters	4	41	4.510
==> area by class of cell <==
class	instances	area, sq um
clock buffers	4	26.28
fillers	398	2671
inverters	4	15.01
multi-input cells	34	264.0
flip-flops and latches	3	75.07
well taps	46	57.56
repair buffers	33	306.5
==> timing repair <==
action	in CTS	in global routing
buffers inserted	1	0
resized	12	0
setup endpoints to repair	9	0
No activity file was given, so power comes from the tool's default toggle rates.
