$ cat design.v
`default_nettype none
`default_nettype none
module gdout(
    input CLK,
    input RST,
    input nHBLANK,
    input nVBLANK,
    input [7:0]DATA,
    input [2:0]cnt,
    output GDAT
);
    reg [7:0] outdata;
    assign GDAT = outdata[0];
    always @(posedge CLK or posedge RST) begin
        if (RST) begin
            outdata <= 8'h0;
        end else if ( !nHBLANK | !nVBLANK ) begin
            outdata <= 8'h0;
        end else if (cnt == 3'b000) begin
            outdata <= DATA;
        end else begin
            outdata <= (outdata >> 1);
        end
    end
endmodule
`default_nettype none
module gdlatchad
(
    input CLK,
    input RST,
    input nHBLANK,
    input nVBLANK,
    output reg [13:0]OUTAD,
    input [2:0]CNT
);
    reg [9:0]LIMITAD; 
    always @(posedge CLK or posedge RST) begin
        if (RST) begin
					OUTAD <= 14'b0;
        end else if (!nVBLANK) begin
					OUTAD <= 14'b0;
		  end else if ( (CNT == 3'b000) && nHBLANK && (OUTAD < {LIMITAD,4'b0000}) ) begin
				if (OUTAD == 14'b11111001111111) begin	 
					OUTAD <= 14'b0;
				end else begin 				
					OUTAD <= OUTAD + 14'b00000000000001;
				end 
		  end
    end
    always @(negedge nHBLANK or posedge RST) begin
        if (RST) begin
            LIMITAD <= 10'b0000000101;	 
        end else if (!nVBLANK) begin
            LIMITAD <= 10'b0000000101;		 
        end else begin
            LIMITAD <= LIMITAD + 10'b0000000101;  
        end 
    end
endmodule
`default_nettype none
module gdlatch
(
    input CLK,
    input RST,
	 input BLANK,
    input [7:0]DB,
    input [2:0]cnt,
    output reg [7:0]ROD,
    output reg [7:0]GOD,
    output reg [7:0]BOD
);
	 always @(negedge CLK or posedge RST) begin   
        if (RST) begin            
            ROD <= 8'b0;
            GOD <= 8'b0;
				BOD <= 8'b0;                        
        end else if (!BLANK) begin
				if (cnt == 3'b010) begin
					ROD <= DB;
				end else if (cnt == 3'b100) begin
					GOD <= DB;            
				end else if (cnt == 3'b110) begin
					BOD <= DB;
				end
			end
    end
endmodule
`default_nettype none
module mkcnt
(
    input CLK,
    input RST,
    input BLANK,
    output reg [2:0]CNT
);
    always @(posedge CLK or posedge RST ) begin
        if (RST) begin
            CNT <= 3'b000;
        end  else if (BLANK) begin
				CNT <= 3'b000;
		  end else begin  
            CNT <= CNT + 3'b001;
        end
    end
endmodule
 module MZGVRAM 
 #(
    parameter [1:0] F4=2'b00,
    parameter [1:0] F5=2'b01,
    parameter [1:0] F6=2'b10,
    parameter [1:0] F7=2'b11
 )
 (
    input CLK,           
    input RST,           
    input nHBLANK, nVBLANK, BLANK,  
    input VQH,VID,VGATE,     
    input nCSED,nF47,nIWR,
    input nRD,nWD,	 
    input [7:0]DB,    
    input [1:0]IOAD,
    input [3:0]IODB,
    output [13:0]SRAD,
    output [1:0]SBANKAD,  
    output nOE,
    output nWE,
	 output nCS,
    output BUFDIR,nBUFOE,
    output RED,GREEN,BLUE,
    output GOUT,
	 output tp1,tp2
);
    wire nIOW;
    assign nIOW = nF47 | nIWR;
    reg [3:0] f4,f5,f6,f7;
	 reg rstchk;
    wire [7:0] RD,GD,BD;  
    wire [13:0] OUTAD;
    wire RG,GG,BG;
    wire [2:0]cnt;
	 wire NBLANK;
	 assign NBLANK = ~(nHBLANK & nVBLANK);
	 reg rCSED;
	reg [2:0]iocnt;
	reg [2:0]csedcnt;
    assign nBUFOE = ((NBLANK && !rCSED && |f7[1:0] && (nWD ^ nRD) ) ? 1'b0 : 1'b1); 
    assign BUFDIR = ~nWD ;  
	 assign nOE = ( !nBUFOE ? BUFDIR : 1'b0) ;
	 assign nWE = ( !nBUFOE ? !BUFDIR : 1'b1);	
	 assign nCS = (nBUFOE & ~((cnt == 3'b010) | (cnt == 3'b100) | (cnt == 3'b110)) );
    assign SRAD = ( NBLANK ? 14'bz : OUTAD );
	 assign SBANKAD = ( NBLANK ?  f7[1:0] :  
                              (cnt == 3'b010) ? 2'b10 :  
                              (cnt == 3'b100) ? 2'b11 :  
                              (cnt == 3'b110) ? 2'b01 :  
											2'bzz );   
	 assign RED   = ( (!nHBLANK | !nVBLANK | VGATE | ~VID) ? 1'b0 : 
																				f5[3] ?  ( (RG & f6[1]) ? 1'b1	: ((VQH &f5[1]) | f4[1]) ) :
																							( VQH 			? f5[1]	: ((RG & f6[1]) | f4[1]) ) 
																							);
	 assign GREEN = ( (!nHBLANK | !nVBLANK | VGATE | ~VID) ? 1'b0 :
																				f5[3] ?  ( (GG & f6[2]) ? 1'b1	: ((VQH &f5[2]) | f4[2]) ) :
																							( VQH 			? f5[2]	: ((GG & f6[2]) | f4[2]) ) 
																							);
    assign BLUE  = ( (!nHBLANK | !nVBLANK | VGATE | ~VID) ? 1'b0 :
	 																			f5[3] ?  ( (BG & f6[0]) ? 1'b1	: ((VQH &f5[0]) | f4[0]) ) :
																							( VQH 			? f5[0]	: ((BG & f6[0]) | f4[0]) ) 
																							);
    assign GOUT  = ( (!nHBLANK | !nVBLANK | VGATE | f6[3]) ? 1'b0 : ( (RG & f6[1]) | (GG & f6[2]) | (BG & f6[0]) ) );
	 assign tp1 = rstchk;
	 assign tp2 = (!BLANK | nRD | nCSED) ;
    always @(posedge CLK or posedge RST) begin
        if (RST) begin
            rCSED <= 1'b1;
				csedcnt <= 3'b0;
        end else if (!nCSED) begin
				csedcnt <= csedcnt + 3'b001;
				if (csedcnt == 3'b011) begin
					rCSED <= 1'b0;
					csedcnt <= 3'b010;
				end
			end else begin
				 	csedcnt <= 3'b0;
					rCSED <= 1'b1;
			end	
    end
    always @(posedge CLK or posedge RST) begin
        if (RST) begin
            f4  <= 4'h0;
            f5  <= 4'b0111;	 
            f6  <= 4'b1000;	 
            f7  <= 4'h0;
				iocnt <= 3'b0;
				rstchk <= 1'b1;
        end else if (!nIOW) begin
				rstchk <= 1'b0;
				iocnt <= iocnt + 3'b001;
				if (iocnt == 3'b011) begin
					case (IOAD)
						F4 : f4 <= IODB;
						F5 : f5 <= IODB;
						F6 : f6 <= IODB;
						F7 : f7 <= IODB; 
						default: ;	
					endcase
				end else if (iocnt == 3'b101) begin
					iocnt <= 3'b100;
				end 
			end else begin
				 	iocnt <= 3'b0;
			end	
    end
    mkcnt mkcnt (CLK,RST,NBLANK,cnt);
    gdlatchad gdlatchad (CLK,RST,nHBLANK,nVBLANK,OUTAD,cnt);
    gdlatch gdlatch(CLK,RST,NBLANK,DB,cnt,RD,GD,BD);
    gdout rgdout(CLK,RST,nHBLANK,nVBLANK,RD,cnt,RG);
    gdout ggdout(CLK,RST,nHBLANK,nVBLANK,GD,cnt,GG);
    gdout bgdout(CLK,RST,nHBLANK,nVBLANK,BD,cnt,BG);
endmodule
$ cat run.sh
#!/bin/bash
# OpenROAD 26Q1-2900-gdf79404cd8, Yosys 0.63+post, stock flow scripts
make -C /OpenROAD-flow-scripts/flow DESIGN_CONFIG=/design/flow/config.mk WORK_HOME=/design/flow/orfs finish
$ cat config.mk
export PLATFORM = sky130hd
export DESIGN_NAME = MZGVRAM
export DESIGN_NICKNAME = MZGVRAM
export VERILOG_FILES = /design/flow/design.v
export SDC_FILE = /design/flow/constraint.sdc
export NUM_CORES = 4
export LEC_CHECK = 1
export CORE_UTILIZATION = 50
$ cat constraint.sdc
current_design MZGVRAM

set clk_period 6.4
set clk_io_pct 0.2

create_clock -name clk0 -period $clk_period [get_ports {CLK}]
create_clock -name clk1 -period $clk_period [get_ports {nHBLANK}]

set non_clock_inputs [all_inputs -no_clocks]
set_input_delay [expr $clk_period * $clk_io_pct] -clock clk0 $non_clock_inputs
set_output_delay [expr $clk_period * $clk_io_pct] -clock clk0 [all_outputs]
==> run summary <==
Status: completed
MI comb area: 0.00192 mm²
Hold Vio Cnt, Final: 0
Critical path endpoint category: output pin
Cell area leaders: dfrtp_1, dfrtn_1, mux2_2
Max FO, Critical Path: 7
DP HPWL: 6.06 mm
Synthesized area: 0.00449 mm²
CP most frequent cell: clkbuf_8
Die footprint: 0.00936 mm²
Synth top area share: 0.312
Placed cell areas: 0.00515 mm²
Ys flops: 96
Maximum VDD drop: 0.139 mV
Row count: 34
# setup viols final: 0
Crit-path cells: clkbuf_8, clkbuf_8, clkbuf_8, inv_1, nor2_1, nor4_1, nand2_1, inv_1, clkdlybuf4s50_1
Vias per inst: 5.62
Init Core Util: 0.514
Top cell excl fill/tap: nand2_1
Share of synthesized registers carrying an async set or reset: 1.00
Area Overhead vs Synth: 30.5%
CTS tree: done
Pre-CTS WS: -0.497 ns
YS chip area: 0.00449 mm²
Ys flop type: dfrtp_1
Filler cells: 646
Post-route cell area: 0.00585 mm²
Initial antenna violation count: 0
Slew margin rel.: 0.416
# diodes: 0
Initial DRC count: 144
Total grt overflow: 0
Via count: 3497
Layout Skew: 0.0445 ns
Max_cap viols: 0
Synth warn: 7
CTS clk-pin slew, worst paths: 0.08 ns
Post-synth EDFFs: 0
Die X: 96.7 µm
Final wirelength: 9.99 mm
RSZ-0062 raised after global routing: no
Top cells excl fill/tap: nand2_1, dfrtp_1, clkdlybuf4s50_1, mux2_2, clkbuf_8
Core ar.: 0.00872 mm²
Yosys cell count: 421
Required @ worst endpoint: 5.12 ns
Critical path class: clk -> out
Hold/Removal Path Class: clk -> reg
LEAKAGE: 0.00264 µW
Max-slew violations: 0
FF+latch area: 0.00241 mm²
Vert. Die Dim: 96.7 µm
Worst hold slack: 0.366 ns
Cells after DPL: 572
Mapped Cells: 421
Log Warnings: 110
Residual DRC: 0
WL/cell: 16.1 µm
Slowest-stage cell, CP: nor4_1
First-pass GRT wire length: 17.1 mm
Share of layout cells above drive strength 1: 0.208
Sequential share of the synthesized area: 0.538
Max stage delay on crit path: 0.49 ns
Avg Cell Area, Syn: 10.7 µm²
Detailed Routing Iterations Pass 1: 5
Final WS setup: 0.218 ns
Final core occ: 0.671
IO buf count: 52
Largest net degree at the start of global routing: 41
Yosys top cell by area: dfrtp_1
Synth unique cells: 49
All-Layer GR Usage: 0.241
GPL Wtd Cong: 0.844
Final non-filler cell total: 622
Least-Margin Pin Slew: 0.868 ns
CP startpoint kind: clock port
P per Cell Area: 337 mW/mm²
CP arrival: 4.90 ns
Final ANT Viol Nets: 0
Num ports: 54
Vias in the first global route: 4161
## registers in the layout (all words and copies together), names as in the netlist
register	count
gdlatch.BOD	8
gdlatch.GOD	8
gdlatchad.OUTAD	14
f7	2
f5	4
rstchk	1
f6	4
rgdout.outdata	8
gdlatchad.LIMITAD	10
bgdout.outdata	8
rCSED	1
mkcnt.CNT	3
iocnt	3
csedcnt	3
gdlatch.ROD	8
f4	3
ggdout.outdata	8
## metal layers
layer	vias up	wire, µm	global-route usage
met2	144	4260	0.257
met4	0	209	0.184
li1	1663	-	-
met3	24	964	0.178
met5	-	0	0
met1	1666	4560	0.330
## path summary, 6_finish.rpt
check | start | slack (ns) | to | cells past startpoint
max | nHBLANK | 0.22 | nOE | 9
min | nHBLANK | 0.37 | mkcnt.CNT[1] | 6
max reg2reg | gdlatchad.LIMITAD[2] | 0.52 | gdlatchad.OUTAD[11] | 10
min reg2reg | csedcnt[0] | 0.45 | csedcnt[0] | 1
max in group clk1 | nVBLANK | 1.34 | gdlatchad.LIMITAD[8] | 5
max in group asynchronous | RST | 1.43 | gdlatch.BOD[7] | 3
min in group clk1 | gdlatchad.LIMITAD[0] | 0.47 | gdlatchad.LIMITAD[0] | 1
min in group asynchronous | RST | 1.29 | gdlatchad.OUTAD[9] | 2
## cell usage after synthesis, types with 3 or more instances
cell type,n
a211oi_1,3
a21o_1,3
a21oi_1,32
a22oi_1,3
and3_1,6
buf_2,4
clkbuf_1,12
dfrtn_1,32
dfrtp_1,56
dfstp_2,8
ha_1,16
inv_1,22
mux2_2,37
nand2_1,61
nand2b_1,4
nand3_1,6
nand4_1,5
nor2_1,27
nor2b_1,4
nor3_1,10
nor3b_1,3
nor4_1,6
o21ai_0,6
o221a_2,3
o311ai_0,3
o31ai_1,7
or4_1,7
xnor2_1,9
## worst max-delay path: cells and delay by family
| kind | cells | cell delay, ns |
|---|---|---|
| buffers and inverters | 6 | 0.95 |
| and+or+nand+nor | 3 | 0.74 |
## logic make-up (layout without fill, tap and decap cells)
logic type / after synthesis / count (layout) / synth area share
AND/OR/NAND/NOR: 151 / 151 / 0.165
flip-flops: 96 / 96 / 0.538
buffers and inverters: 39 / 132 / 0.0346
multiplexers: 38 / 38 / 0.0951
AND-OR/OR-AND: 71 / 71 / 0.104
adder cells (fa/ha/maj): 16 / 16 / 0.0446
XOR/XNOR: 10 / 10 / 0.0195
## final cells by class
type                    count  share of cell area
well taps                 108              0.0231
multi-input cells         286               0.329
repair buffers             51              0.0859
clock buffers              47               0.105
inverters                  19              0.0128
clock inverters            15              0.0319
flip-flops and latches     96               0.412
## through the flow
step / setup TNS, ns / power, µW
floorplan: 0 / 1000
global route: 0 / 2100
global placement: -3.96 / 1070
detailed placement: -3.97 / 1070
CTS: 0 / 2020
finish: 0 / 1970
## power breakdown
part,internal (µW),switching (µW),total [µW]
Combinational,65.4,122,187
Sequential,686,40.6,726
Clock,631,429,1060
Total,1380,592,1970
## timing repair
| item | CTS | global route |
|---|---|---|
| pin swaps | 1 | 0 |
| hold buffers | 0 | 0 |
| gates resized | 2 | 1 |
| setup endpoints to repair | 17 | 12 |
| setup buffers | 1 | 1 |
Power and IR drop assume default switching activity.
